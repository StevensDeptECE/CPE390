$ cat /design/flow/run.sh
#!/bin/bash
# OpenROAD 26Q1-2900-gdf79404cd8, Yosys 0.63+post, stock flow scripts
make -C /OpenROAD-flow-scripts/flow DESIGN_CONFIG=/design/flow/config.mk WORK_HOME=/design/flow/orfs finish
$ cat /design/flow/config.mk
export PLATFORM = sky130hd
export DESIGN_NAME = array_multiplier
export DESIGN_NICKNAME = array_multiplier
export VERILOG_FILES = /design/flow/design.v
export SDC_FILE = /design/flow/constraint.sdc
export NUM_CORES = 4
export LEC_CHECK = 1
export CORE_AREA = 10 10 84 84
export DIE_AREA = 0 0 94 94
$ cat /design/flow/constraint.sdc
current_design array_multiplier

set clk_period 4.5
set clk_io_pct 0.2

create_clock -name clk0 -period $clk_period

set non_clock_inputs [all_inputs -no_clocks]
set_input_delay [expr $clk_period * $clk_io_pct] -clock clk0 $non_clock_inputs
set_output_delay [expr $clk_period * $clk_io_pct] -clock clk0 [all_outputs]
$ cat /design/flow/design.v
module array_multiplier(a, b, y);
parameter width = 8;
input [width-1:0] a, b;
output [width-1:0] y;
wire [width*width-1:0] partials;
genvar i;
assign partials[width-1 : 0] = a[0] ? b : 0;
generate for (i = 1; i < width; i = i+1) begin:gen
    assign partials[width*(i+1)-1 : width*i] = (a[i] ? b << i : 0) +
                                   partials[width*i-1 : width*(i-1)];
end endgenerate
assign y = partials[width*width-1 : width*(width-1)];
endmodule
==> insert_results.sql <==
-- physical implementation figures
INSERT INTO impl_metrics (metric_group, metric, value, unit) VALUES
('run_status', 'status', 'finished, violations left', ''),
('run_status', 'failed_checks', 'negative setup slack', ''),
('floorplanning', 'fp.coreArea', '5200', 'um^2'),
('synthesis', 'post_synthesis_instance_area', '769', 'um^2'),
('final_layout', 'finalCoreUtilization', '24.1', '%'),
('floorplanning', 'floorplan.initialDensity', '14.8', '%'),
('floorplanning', 'dieWidth', '94', 'um'),
('sta', 'setup_violations', '2', ''),
('floorplanning', 'placement_rows', '26', ''),
('critical_path', 'cp.arrival', '4.38', 'ns'),
('placed_design', 'dp_worst_setup_slack', '-1.66', 'ns'),
('placed_design', 'placement.cell_area', '1220', 'um^2'),
('sta', 'hold_viol', '0', ''),
('drt', 'antenna_cells', '0', ''),
('placed_design', 'hpwl', '1800', 'um'),
('sta', 'final_critical_period', '5.28', 'ns'),
('placed_design', 'numPlacedInstances', '195', ''),
('critical_path', 'cp-start-kind', 'input pin', ''),
('drt', 'wire_per_inst', '10.2', 'um'),
('global_routing', 'grt_start_max_net_pins', '8', ''),
('sta', 'rsz0062_at_grt', 'yes', ''),
('pwr', 'report.power.total', '0.239', 'mW'),
('synthesis', 'yosys.cell_types.count', '11', ''),
('final_layout', 'fillers', '601', ''),
('floorplanning', 'design.die.area', '8840', 'um^2'),
('synthesis', 'synth_cells', '88', ''),
('critical_path', 'critPathKind', 'input pin to output pin', ''),
('synthesis', 'ys_cells', '88', ''),
('final_layout', 'final.clkbuf_count', '0', ''),
('floorplanning', 'design.portCount', '24', ''),
('sta', 'fmaxAchievable', '189', 'MHz'),
('sta', 'finalSetupTns', '-0.956', 'ns'),
('drt', 'route.vias.total', '667', ''),
('global_routing', 'globalRouteTotalUtil', '4.55', '%'),
('floorplanning', 'die_y', '94', 'um'),
('sta', 'layout_worst_path_cycle_share', '117', '%'),
('synthesis', 'avgSynthCellArea', '8.74', 'um^2'),
('drt', 'dr_vias_cell', '3.42', ''),
('drt', 'remaining_antenna_violation_count', '0', ''),
('flow_run', 'log.warning_count', '35', ''),
('synthesis', 'ys_chip_area', '769', 'um^2'),
('critical_path', 'required', '3.60', 'ns'),
('drt', 'drc_errors', '0', ''),
('synthesis', 'synth_seq_share', '0', '%'),
('critical_path', 'critical_path.max_fanout', '2', ''),
('synthesis', 'synth-warning-count', '0', ''),
('sta', 'max_slew.worst_pin.slew', '0.231', 'ns'),
('pwr', 'power.density', '190', 'nW/um^2'),
('hold_path', 'hold_path_class', 'input pin to output pin', ''),
('global_routing', 'number_of_antenna_violations_at_the_first_check_in_global_routing', '0', ''),
('flow_run', 'maxCapViolations', '0', ''),
('sta', 'drv_slew', '0', ''),
('sta', 'relSlewSlack', '84.5', '%'),
('sta', 'final_critical_path_setup_slack', '-0.779', 'ns'),
('pwr', 'total_leakage_power', '0.608', 'nW'),
('global_routing', 'grt_pass1_wl', '3270', 'um'),
('final_layout', 'finish.instance_area', '1250', 'um^2'),
('final_layout', 'flop-count', '0', ''),
('pwr', 'ir_worst_vdd', '0.0000783', 'V'),
('clocking', 'holdBufCountCts', '0', ''),
('final_layout', 'area_growth', '63.1', '%'),
('drt', 'drt_wl_total', '2000', 'um'),
('drt', 'drt-initial-drc-count', '20', ''),
('sta', 'timing.hold.ws', '2.51', 'ns'),
('critical_path', 'timing.critical_path.to_type', 'output pin', ''),
('drt', 'firstDrtPassIters', '4', ''),
('global_routing', 'first_global_vias', '650', ''),
('final_layout', 'layout-drive-gt1-share', '36.8', '%'),
('placed_design', 'gpl.final_weighted_congestion', '0.845', ''),
('final_layout', 'layout.cells.non_filler', '195', ''),
('global_routing', 'globalRoute.totalOverflow', '0', ''),
('final_layout', 'seqCellArea', '0', 'um^2'),
('placed_design', 'port_buffers', '24', '');
## cell usage in the layout, fill, tap and decap left out, drive strengths merged
cell	instances
and2	12
buf	27
clkdlybuf4s50	8
dlymetal6s2s	2
fa	14
ha	10
inv	15
nand2	24
xnor2	8
xnor3	1
xor2	4
## final timing paths
kind,start,end,depth (start not counted)
setup / recovery,b[5],y[7],16
hold / removal,a[6],y[7],6
## where the power goes
group | switching (mW) | total (mW) | internal [mW]
Combinational | 0.0952 | 0.239 | 0.143
Sequential | 0 | 0 | 0
Clock | 0 | 0 | 0
Total | 0.0952 | 0.239 | 0.143
## metal layers
layer | GRT usage [%] | up-vias | routed length, um
met5 | 0 | - | 0
met4 | 0 | 0 | 0
met3 | 0.808 | 0 | 181
met2 | 5.88 | 20 | 740
met1 | 7.82 | 313 | 1070
li1 | - | 334 | -
## cell families after synthesis
kind of cell | Yosys count | share of synthesized area, %
xor+xnor | 13 | 17.6
fa+ha+maj | 24 | 52.7
simple gates | 36 | 22.4
buf+inv | 15 | 7.32
## cell usage after synthesis
| cell | n | area [um^2] |
|---|---|---|
| sky130_fd_sc_hd__inv_1 | 15 | 56.3 |
| sky130_fd_sc_hd__fa_1 | 14 | 280 |
| sky130_fd_sc_hd__and2_2 | 4 | 30.0 |
| sky130_fd_sc_hd__nand2_1 | 23 | 86.3 |
| sky130_fd_sc_hd__xor2_1 | 4 | 35.0 |
| sky130_fd_sc_hd__nand2_2 | 1 | 6.26 |
| sky130_fd_sc_hd__xnor2_1 | 7 | 61.3 |
| sky130_fd_sc_hd__xnor2_2 | 1 | 16.3 |
| sky130_fd_sc_hd__and2_1 | 8 | 50.1 |
| sky130_fd_sc_hd__ha_1 | 10 | 125 |
| sky130_fd_sc_hd__xnor3_1 | 1 | 22.5 |
## final cells by class
type	instances	area [um^2]	share of cell area, %
inverter	15	56.3	4.49
multi-input combinational	73	790	62.9
tap	70	87.6	6.98
timing repair buffer	37	322	25.6
## critical path: stages
cell,delay (ns)
sky130_fd_sc_hd__buf_8,0.09
sky130_fd_sc_hd__nand2_8,0.05
sky130_fd_sc_hd__fa_1,0.53
sky130_fd_sc_hd__inv_1,0.05
sky130_fd_sc_hd__fa_1,0.55
sky130_fd_sc_hd__inv_2,0.04
sky130_fd_sc_hd__fa_1,0.51
sky130_fd_sc_hd__inv_2,0.05
sky130_fd_sc_hd__ha_4,0.21
sky130_fd_sc_hd__ha_4,0.16
sky130_fd_sc_hd__fa_2,0.40
sky130_fd_sc_hd__xnor2_2,0.15
sky130_fd_sc_hd__xnor2_1,0.19
sky130_fd_sc_hd__xnor2_1,0.16
sky130_fd_sc_hd__xnor3_1,0.23
sky130_fd_sc_hd__buf_2,0.12
## repair_timing
item,in CTS,in global routing
setup buffers,1,0
gates cloned,0,0
gates resized,64,15
pin swaps,14,16
endpoints found under the hold margin,0,0
endpoints found under the setup margin,5,3
Power figures rest on the tool's default switching activity, not on a simulated workload.
