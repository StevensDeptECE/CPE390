==> design.v <==
module RegisterFile(BusA, BusB, BusW, RA, RB, RW, RegWr, Clk);
  output [63:0] BusA, BusB;
  input [63:0] BusW;
  input [4:0] RA, RB, RW;
  input RegWr;
  input Clk;
  reg [63:0] registers [31:0];
  assign #2 BusA = registers[RA];
  assign #2 BusB = registers[RB];
  always @ (negedge Clk) 
  begin
    if(RegWr)
      if (RW != 4'd31)
        registers[RW] <= #3 BusW;
      else 
        registers[0] <= #3 'd0; 
  end
endmodule
==> run.sh <==
#!/bin/bash
# OpenROAD 26Q1-2900-gdf79404cd8, Yosys 0.63+post, stock flow scripts
make -C /OpenROAD-flow-scripts/flow DESIGN_CONFIG=/design/flow/config.mk WORK_HOME=/design/flow/orfs finish
==> config.mk <==
export PLATFORM = sky130hd
export DESIGN_NAME = RegisterFile
export DESIGN_NICKNAME = RegisterFile
export VERILOG_FILES = /design/flow/design.v
export SDC_FILE = /design/flow/constraint.sdc
export NUM_CORES = 4
export LEC_CHECK = 1
export CORE_UTILIZATION = 50
==> constraint.sdc <==
current_design RegisterFile

set clk_period 18.9
set clk_io_pct 0.2

create_clock -name clk0 -period $clk_period [get_ports {Clk}]

set non_clock_inputs [all_inputs -no_clocks]
set_input_delay [expr $clk_period * $clk_io_pct] -clock clk0 $non_clock_inputs
set_output_delay [expr $clk_period * $clk_io_pct] -clock clk0 [all_outputs]
==> impl_metrics.json <==
{
  "post_dp_cell_area_um2": 101000,
  "largest_area_cell": "edfxtp_1",
  "cts_hold_buf": 0,
  "die_area_um2": 191000,
  "grt-ovfl-total": 0,
  "nFillCells": 12952,
  "critPathCaptureType": "flip-flop",
  "top_cell_area_share_pct": 65.1,
  "cp_max_fo": 54,
  "die_h_um": 437,
  "route.antenna.remaining_nets": 0,
  "synth-async-reset-ratio_pct": 0,
  "crit_type": "input port to flip-flop",
  "avgViaCountPerCell": 5.98,
  "ys_ff": 2048,
  "rsz0062_at_grt": "false",
  "regMostFlops": "registers",
  "cts_root_buf": "clkbuf_16",
  "top_regs": "registers x2048",
  "syn_area_per_cell_um2": 22.0,
  "synthDistinctLibCells": 42,
  "synthCells": 4296,
  "worst_slack_ns": 2.38,
  "min_path_type": "input port to output pin",
  "hold_viol": 0,
  "ys_seq_share_pct": 65.1,
  "p_per_area_nw_per_um2": 107,
  "grt_max_degree": 67,
  "leakagePower_nw": 45.1,
  "timing.hold.ws_ns": 8.39,
  "htree_num_levels": 4,
  "numCtsBuffers": 225,
  "drc": 0,
  "ys_warn_count": 2,
  "layout_top_cells": "inv_1, edfxtp_1, mux4_2",
  "drive_above_1_share_pct": 29.5,
  "cts_buffer_depth": 3,
  "warning_count": 1027,
  "dr_total_vias": 56378,
  "grt_pass1_vias": 66724,
  "status": "completed",
  "edf_count": 2048,
  "initCoreUtil_pct": 50.3,
  "design_area_um2": 117000,
  "synth_top_flop_cell": "edfxtp_1",
  "drtIter0Drc": 3237,
  "ir_worst_vdd_v": 0.0000893,
  "routedWlPerCell_um": 30.2,
  "post_cts_resized": 0,
  "fp-row-count": 159,
  "yosys_cells": 4296,
  "gp_congestion": 0.878,
  "area_leaders": "edfxtp_1, mux4_2, mux2_2",
  "die_w_um": 437,
  "dp_hpwl_um": 158000,
  "slew_headroom_pct": 32.4,
  "cp.arrival_ns": 7.51,
  "drt-total-wl_um": 284000,
  "fin_total_pwr_mw": 12.5,
  "syn2layout_area_growth_pct": 23.3,
  "io_pins": 209,
  "numPortBuffers": 208,
  "antenna_found_initial": 3,
  "drv_cap": 0,
  "yosys-stat-area_um2": 94500,
  "drt-pass1-iter-count": 21,
  "synthesis.area_um2": 94500,
  "grt_pass1_wl_um": 413000,
  "setup_tns_ns": 0,
  "place_ws_ns": 1.68,
  "layout_top_cell": "inv_1",
  "grtUsageTotal_pct": 34.5,
  "cts.clk_slew.worst_paths_ns": 0.03,
  "slew_viol_final": 0,
  "required_ns": 9.90,
  "clkSinkCount": 2048,
  "post_cts_buffers": 0,
  "setup_violations": 0,
  "startpoint_type": "input port",
  "largest_reg_flops": 2048,
  "worstMarginPinSlew_ns": 1.01,
  "tritoncts": "built",
  "core_area_um2": 188000
}
## critical path, cell delays in order
cell and delay (ns):
clkdlybuf4s50_1 0.78, nand3_1 0.23, nor3_2 0.36, buf_12 0.49, o21bai_1 0.44, nor2_4 0.20
buf_4 0.62, buf_4 0.52
## worst paths after layout
path                  cells past startpoint               end  startpoint  slack (ns)
worst max-delay path                      8  registers[0][30]       RW[1]        2.38
worst min-delay path                      4          BusA[32]       RA[1]        8.39
## cell usage after synthesis (all sizes together) (2+ instances only)
library cell     n
inv              2
mux2i          115
a2bb2oi         24
o31ai           24
nand2b           5
mux2           234
nand3            3
or2              4
nand2           32
a221o            7
edfxtp        2048
a21boi           8
nor3             2
nor3b            2
buf            183
a211oi          24
o221ai           4
nand3b           4
a221oi          54
nor2b           90
o21ai           33
o22ai           49
nor2            60
a22o             4
mux4          1100
a21oi            8
o22a             4
and2             2
clkbuf         159
## report_power, final
part           switching (mW)  internal (mW)  leakage, nW  total (mW)
combinational           0.474          0.437         11.8       0.911
clock                    2.93           3.47         14.8        6.41
sequential             0.0291           5.12         18.4        5.14
## kinds of logic (layout without fill, tap and decap cells)
logic type	after synthesis	in the layout	synth area share [%]
AND/OR/NAND/NOR	206	206	1.12
flip-flops	2048	2048	65.1
buffers and inverters	345	2910	1.67
multiplexers	1449	1449	30.2
other	1	67	0.00397
AND-OR/OR-AND	247	247	1.93
## through the flow
stage	std cells	util, %
2_1_floorplan	4359	-
3_3_place_gp	6950	53.6
3_5_place_dp	6950	53.6
4_1_cts	9419	62.1
5_1_grt	9420	62.1
6_report	9422	62.1
## metal layers
metal | up-vias | routed length (µm) | global-route usage (%)
met3 | 539 | 51300 | 29.7
met1 | 27841 | 90000 | 43.0
met2 | 4074 | 134000 | 45.4
li1 | 23916 | - | -
met5 | - | 184 | 1.13
met4 | 8 | 9300 | 13.5
## cell type report
| cell class | instances | area, µm² | share of cell area (%) |
|---|---|---|---|
| timing repair buffer | 438 | 4070 | 3.49 |
| clock inverter | 2244 | 10200 | 8.73 |
| tap | 2495 | 3120 | 2.68 |
| inverter | 2 | 10.0 | 0.00859 |
| antenna | 3 | 7.51 | 0.00644 |
| sequential | 2048 | 61500 | 52.8 |
| clock buffer | 226 | 5660 | 4.85 |
| multi-input combinational | 1966 | 32000 | 27.5 |
Power and IR drop assume default switching activity.
